==> flow/design.v <==
module sum(input reg[11:0]a,b,output reg[11:0]sum);
	always @(*) 
	begin
	sum = a + b;
	end
endmodule
module CMP(input reg[11:0]sum,c,output reg[2:0]result);
	always @(*)
	begin
	result[0] = (sum < c);  
	result[1] = (sum == c); 
	result[2] = (sum > c); 
	end
endmodule 
module datapath(input reg[11:0]a,b,c,
		output[2:0]result);
	wire[11:0]sum;
	sum inst0(
		.a(a),
		.b(b),
		.sum(sum));
	CMP inst1(
		.sum(sum),
		.c(c),
		.result(result));
endmodule
==> flow/run.sh <==
#!/bin/bash
# OpenROAD 26Q1-2900-gdf79404cd8, Yosys 0.63+post, stock flow scripts
make -C /OpenROAD-flow-scripts/flow DESIGN_CONFIG=/design/flow/config.mk WORK_HOME=/design/flow/orfs finish
==> flow/config.mk <==
export PLATFORM = sky130hd
export DESIGN_NAME = datapath
export DESIGN_NICKNAME = datapath
export VERILOG_FILES = /design/flow/design.v
export SDC_FILE = /design/flow/constraint.sdc
export NUM_CORES = 4
export LEC_CHECK = 1
export CORE_AREA = 10 10 82 82
export DIE_AREA = 0 0 92 92
==> flow/constraint.sdc <==
current_design datapath

set clk_period 8.9
set clk_io_pct 0.2

create_clock -name clk0 -period $clk_period

set non_clock_inputs [all_inputs -no_clocks]
set_input_delay [expr $clk_period * $clk_io_pct] -clock clk0 $non_clock_inputs
set_output_delay [expr $clk_period * $clk_io_pct] -clock clk0 [all_outputs]
==> tab_implementation.tex <==
% Table of physical implementation metrics
\begin{tabular}{lr}
\hline
Metric & Value \\
\hline
\multicolumn{2}{l}{\textbf{Global routing}} \\
First-pass GRT wire length & 3530 um \\
Number of global-route vias before repair & 779 \\
Total Routing Usage GR & 0.0490 \\
Initial antenna violation count & 0 \\
Maximum number of pins on one net before global-route repair & 7 \\
Total overflow reported by the global router & 0 \\
\multicolumn{2}{l}{\textbf{Floorplanning}} \\
Standard cell core area & 0.00507 mm2 \\
Die Height & 92 um \\
Horizontal die dimension & 92 um \\
Std-Cell Rows & 26 \\
FP Core Util & 0.148 \\
Number of top-level pins & 39 \\
Chip area & 0.00846 mm2 \\
\multicolumn{2}{l}{\textbf{Synth}} \\
Total cells reported by yosys after synthesis & 98 \\
Area fraction of the dominant cell type after synthesis & 0.384 \\
Ranking of synthesized cells by area & ha\_1 38\%, xnor2\_1 9.3\%, inv\_1 7.5\% \\
Mapped Avg Cell Area & 7.65 um2 \\
Post-synthesis instance area & 749 um2 \\
Portion of the post-synthesis area used by sequential elements & 0 \\
Distinct lib cells used & 27 \\
Synth Warn \# & 2 \\
Cell type with the highest aggregate area in the netlist & ha\_1 \\
Post-synthesis cell type with the largest instance count & ha\_1 \\
Leading cell types by count after synthesis & 23 x ha\_1, 15 x inv\_1, 10 x a21oi\_1, 8 x xnor2\_1, 6 x nand3\_1 \\
Synth Instances & 98 \\
Summed standard-cell area reported by yosys & 749 um2 \\
\multicolumn{2}{l}{\textbf{Power and ir drop}} \\
Worst-case vdd ir drop & 0.0192 mV \\
Power density over the cells & 67.3 mW/mm2 \\
Final Total Pwr & 0.0826 mW \\
Leak pwr & 0.543 nW \\
\multicolumn{2}{l}{\textbf{Place}} \\
Placed inst area & 0.00123 mm2 \\
Weighted congestion at the end of routability-driven global placement & 0.827 \\
I/O Buffers & 39 \\
Half-perimeter wire length after placement & 2040 um \\
\multicolumn{2}{l}{\textbf{STA}} \\
Tcrit/Tclk final & 0.807 \\
RSZ-0062 raised after global routing & no \\
Slew @ Worst Pin & 507 ps \\
Relative slew slack & 0.661 \\
Final Setup Violations & 0 \\
Hold violation total from the final report & 0 \\
Post-route minimum period & 7180 ps \\
Number of pins exceeding their max-slew limit in the final report & 0 \\
Max Clock Freq & 0.139 GHz \\
Fin Hold WS & 4620 ps \\
Sum of negative setup slack & 0 ps \\
\multicolumn{2}{l}{\textbf{Worst setup path}} \\
Crit Path Max Fanout & 3 \\
Capture point of the critical path & result[0] \\
CP Launch Point & a[0] \\
CP Data Arrival Time & 5400 ps \\
Startpoint types & input port \\
WS Path Type & in2out \\
Library cell contributing the largest single delay on the critical path & clkdlybuf4s50\_1 \\
Largest incremental delay on the critical path & 560 ps \\
Worst-path cell chain & clkdlybuf4s50\_1 -> ha\_1 -> fa\_1 -> a211oi\_2 -> o21ai\_2 -> a2111oi\_2 -> or3\_1 -> xnor2\_1 -> ha\_1 -> a21oi\_1 -> nand2\_1 -> a2111oi\_1 -> clkdlybuf4s50\_1 \\
Family of cells with the greatest summed delay on the critical path & AND-OR/OR-AND gates \\
Worst path required time & 7120 ps \\
Setup crit end kind & output pin \\
Cell depth of the worst setup path & 13 \\
Number of buffers and inverters on the critical path & 2 \\
\multicolumn{2}{l}{\textbf{Route}} \\
DRT antenna net count & 0 \\
Diodes inserted & 0 \\
Overall routed net length & 2140 um \\
Length of the first detailed-routing pass in iterations & 2 \\
Remaining design rule violation count & 0 \\
Vias after detailed routing & 762 \\
Vias per cell & 3.68 \\
Initial DRC Count & 26 \\
Routed wire length per instance & 10.3 um \\
\multicolumn{2}{l}{\textbf{Finish}} \\
Layout sequential cell count & 0 \\
Synth-to-layout area growth & 63.8\% \\
Share of layout cells above drive strength 1 & 0.0219 \\
End-of-flow core utilization & 0.242 \\
Storage cell area & 0 um2 \\
Total non-filler cell area in the finished layout & 0.00123 mm2 \\
Number of clock buffers in the layout & 0 \\
\multicolumn{2}{l}{\textbf{Job}} \\
\# Max-Cap Violations & 0 \\
Number of warning messages in the logs & 32 \\
\multicolumn{2}{l}{\textbf{Clock network}} \\
Count of hold buffers inserted by post-cts repair & 0 \\
Number of setup buffers added after CTS & 0 \\
Quantity of gates resized following cts & 0 \\
\multicolumn{2}{l}{\textbf{Worst hold path}} \\
Worst min path class & in2out \\
Number of instances on the worst hold path & 5 \\
\multicolumn{2}{l}{\textbf{Outcome}} \\
Status & complete, no violations \\
\hline
\end{tabular}
-- per-layer routing --
layer  global-route usage  wire length, um  vias to the layer above
met3               0.0198              222                        0
li1                     -                -                      437
met1               0.0603              952                      305
met2               0.0835              961                       20
met4                    0                0                        0
met5                    0                0                        -
-- metrics by stage --
stage	std cells	worst slack (ps)
final	207	1720
after global routing	207	1360
after detailed placement	207	1700
after CTS	207	1680
after global placement	207	1730
after floorplan	98	2940
-- cell type report --
cell class | count | area, um2
Tap cell | 70 | 87.6
Timing Repair Buffer | 39 | 390
Inverter | 15 | 56.3
Fill cell | 577 | 3850
Multi-Input combinational cell | 83 | 693
-- layout by cell type, fill, tap and decap left out --
cell type,count
a2111oi_1,1
a2111oi_2,1
a211oi_2,1
a21o_1,3
a21oi_1,10
a311oi_1,1
a31o_1,1
a31oi_1,1
clkdlybuf4s50_1,39
fa_1,1
ha_1,23
inv_1,15
nand2_1,5
nand3_1,6
nand4_1,3
nor2_1,4
nor2b_1,1
nor4_1,1
o2111ai_1,1
o21a_1,1
o21ai_0,1
o21ai_1,2
o21ai_2,1
o21bai_1,1
o22ai_1,1
or3_1,1
xnor2_1,8
xor2_1,3
-- power breakdown --
part	total [mW]	internal (mW)	switching [mW]
Sequential	0	0	0
Combinational	0.0826	0.0472	0.0354
Clock	0	0	0
-- worst min path at each step --
stage,start,to,slack [ps]
6_report,c[11],result[0],4620
5_1_grt,c[11],result[0],4730
4_1_cts,c[11],result[0],4640
-- logic make-up after synthesis --
| family | count (synthesis) | share of synthesized area |
|---|---|---|
| AND/OR/NAND/NOR | 21 | 0.135 |
| XOR/XNOR | 11 | 0.129 |
| AND-OR/OR-AND | 27 | 0.250 |
| adder cells (fa/ha/maj) | 24 | 0.411 |
| buffers and inverters | 15 | 0.0751 |
No activity file was given, so power comes from the tool's default toggle rates.
