### flow/config.mk
export PLATFORM = sky130hd
export DESIGN_NAME = mc14585
export DESIGN_NICKNAME = mc14585
export VERILOG_FILES = /design/flow/design.v
export SDC_FILE = /design/flow/constraint.sdc
export NUM_CORES = 4
export LEC_CHECK = 1
export CORE_AREA = 10 10 70 70
export DIE_AREA = 0 0 80 80
### flow/constraint.sdc
current_design mc14585

set clk_period 1.9
set clk_io_pct 0.2

create_clock -name clk0 -period $clk_period

set non_clock_inputs [all_inputs -no_clocks]
set_input_delay [expr $clk_period * $clk_io_pct] -clock clk0 $non_clock_inputs
set_output_delay [expr $clk_period * $clk_io_pct] -clock clk0 [all_outputs]
### flow/design.v
module mc14585(input [3:0] A,B, input AlB_in,AgB_in,AeqB_in,output AlB_out,AgB_out,AeqB_out);
	wire[3:0] xxor,notA,notB,nand0,or0;
	wire notAlB_in,notAeqB_in,nand1,nor0;
	not n0(notAlB_in,AlB_in);
	not n1(notAeqB_in,AeqB_in);
	not n2(notA[0],A[0]);
	not n3(notA[1],A[1]);
	not n4(notA[2],A[2]);
	not n5(notA[3],A[3]);
	not n6(notB[0],B[0]);
	not n7(notB[1],B[1]);
	not n8(notB[2],B[2]);
	not n9(notB[3],B[3]);
	xor x0(xxor[0],A[0],B[0]);
	xor x1(xxor[1],A[1],B[1]);
	xor x2(xxor[2],A[2],B[2]);
	xor x3(xxor[3],A[3],B[3]);
	nand na0(nand0[0],notA[0],B[0]);
	nand na1(nand0[1],notA[1],B[1]);
	nand na2(nand0[2],notA[2],B[2]);
	nand na3(nand0[3],notA[3],B[3]);
	or oR0(or0[0],xxor[3],xxor[2],xxor[1],xxor[0],notAlB_in);
	or oR1(or0[1],xxor[3],xxor[2],xxor[1],nand0[0]);
	or oR2(or0[2],xxor[3],xxor[2],nand0[1]);
	or oR3(or0[3],xxor[3],nand0[2]);
	nand na4(nand1,or0[0],or0[1],or0[2],or0[3],nand0[3]);
	nand na5(AlB_out,or0[0],or0[1],or0[2],or0[3],nand0[3]); 
	nor not_oR0(AeqB_out,xxor[0],xxor[1],xxor[2],xxor[3],notAeqB_in); 
	nor not_oR2(AgB_out,nand1,AeqB_out); 
endmodule		 
### flow/run.sh
#!/bin/bash
# OpenROAD 26Q1-2900-gdf79404cd8, Yosys 0.63+post, stock flow scripts
make -C /OpenROAD-flow-scripts/flow DESIGN_CONFIG=/design/flow/config.mk WORK_HOME=/design/flow/orfs finish
==> summary.txt <==
The implementation run finished. Global routing used 2.307% of the available met1 tracks. During I/O placement, the number of pins put on the boundary was 14. According to the timing report, the arrival time at the worst endpoint equals approximately 1.4 ns. The timing report shows the most common cell along the critical path to be o21a_1. Count of TritonRoute iterations in the first routing pass landed at 1.

The first global-routing pass estimated ~800 µm of wire. Per the GRT congestion report, total overflow comes to 0. The final report gives the core utilization as 10.48%. Setup violations remaining at the end of the flow were counted as 0. Maximum number of pins on one net before global-route repair landed at 4. Post-route period utilization is reported as 95.13%. There are 0 flip-flops and latches. Per the detail_route report, vias per standard cell equal ~2.1.

Checking hold timing, the worst path is listed with class in -> out. Checking max transition, the worst relative margin is between 90% and 100%. The number of placed instances, taps included, is 77. Summing all placed instances gives a cell area of approximately 310 µm². After clock tree synthesis, the flow added hold-fix buffers numbering 0.

Cells with a size suffix above 1 make up between 30% and 40% of the layout. The worst setup path is captured at an output port. Sorting the synthesized cells by area gives the leading types as ha_1 (41%), inv_1 (12%), o21a_1 (12%). The synth_stat.txt file lists the number of cells as 18. Per STA, the worst path accumulates the most delay in the family buffers and inverters. Weighted congestion at the end of routability-driven global placement landed at 0.7111. The setup path with the least slack is of type in -> out. Shortest period the worst path allows landed at approximately 1.8 ns.

The synthesized netlist has a Yosys-reported chip area of roughly 120 µm². Setup repair after global routing left no endpoint under its margin. The critical path in the final layout is reported with a setup slack of around 0.09 ns. Post-layout instance area landed at about 360 µm².

Number of warnings reported in the yosys synthesis log landed at 0. The number of antenna violations at the first check in global routing came to 0. The buffer_ports step reported a buffer count of 13.

Non-filler instance count after layout landed at around 78. Final hold slack landed at ~1.4 ns. STA classifies the critical path startpoint as an input port.

Of the synthesized area, sequential elements account for 0%. Number of slew-limit violations in the final report landed at 0. Summing internal, switching and leakage power gives just under 0.07 mW. Chip area landed at between 6000 and 7000 µm². The repair_antennas step left the layout with diodes totalling 0. The violation tally recorded at the end of detailed-routing iteration 0 is 0. The synthesized netlist occupies a cell area of about 120 µm². The DRC violation total left in the routed layout is recorded as 0. Dividing total power by cell area gives a power density of between 150 and 200 nW/µm².

Global routing consumed, on the met2 layer, about 1.7% of the routing resources. According to the dpl log, the detail-placed design has an HPWL of 422.7 µm. Area of all sequential standard cells landed at 0 µm². Worst path buffer plus inverter count landed at 2. Detailed-route wire length per cell landed at 6.615 µm. Summing over the stages, the warning tally comes to 33. The via count of the first global-routing pass was 177. Synthesis produced a netlist whose cell count is 18. Routed via count landed at around 170.

Horizontal die size landed at about 80 µm. Global routing consumed, over all layers together, under 10% of the routing resources. For reference, the final report shows the hold violation count at 0. According to the timing report, the data required time at the worst endpoint equals roughly 1.5 ns. Setup total negative slack on the finished layout was measured at 0 ns.

The script extracted a total leakage power of between 0.1 and 0.15 nW. The transition time recorded at the tightest slew-check pin is around 0.13 ns. Per STA, the worst path is made up of dlygate4sd2_1 > ha_4 > o21a_1 > nor2_1 > o21a_1 > clkdlybuf4s15_1. Among all stages on the critical path, the maximum delay recorded is 0.28 ns. Die height landed at roughly 80 µm. The floorplan has 21 rows. After synthesis, the most frequently instantiated cells are ha_1 (4), inv_1 (4), nor2_1 (2), o21a_1 (2). Relative area change from synthesis to final layout landed at 191.8%. Core utilization before placement landed at under 10%. The run finished with clean final reports.

The global routing stage identified its most utilized layer as met1. The tool flagged a number of max-cap violations equal to 0. Of all nets on the critical path, the largest fanout is 3. For this run, the top clock speed supported by timing is 553.3 MHz.

Among all stages on the critical path, the largest delay is contributed by ha_4. The synthesized design spends more area on one cell type than any other, namely ha_1. Area of the core landed at between 3000 and 4000 µm².

Nets still carrying antenna violations after routing amount to 0. Worst IR drop on VDD landed at slightly above 30 µV. The average instance in the mapped netlist occupies around 6.8 µm². Number of distinct library cell variants in the gate-level netlist after synthesis landed at 10. Count of clock buffers in the final design landed at 0. The pre-CTS setup check shows a worst slack of -0.5548 ns. Share of the synthesized area in the top cell type landed at between 40% and 50%. Global routing used around 1.0% of the available met3 tracks. After detailed routing, the total wire length is approximately 520 µm.
## cell usage in the layout, fill, tap and decap left out, types with 2 or more instances in the layout
| master | n |
|---|---|
| ha_4 | 4 |
| inv_2 | 4 |
| nor2_1 | 2 |
| o21a_1 | 2 |
| clkdlybuf4s50_1 | 2 |
| dlygate4sd2_1 | 8 |
| clkdlybuf4s15_1 | 2 |
## cells by family (layout without fill, tap and decap cells)
family	count (synthesis)	in the layout	share of synthesized area, %
AND-OR/OR-AND	6	6	33.67
adder cells (fa/ha/maj)	4	4	40.82
AND/OR/NAND/NOR	4	4	13.26
buffers and inverters	4	18	12.24
## cell type report
cell class	instances	area, µm²
timing repair buffer	14	122.6
multi-input combinational	14	162.7
tap	46	57.56
inverter	4	15.01
fill	400	3058
## power breakdown
group / switching, mW / internal [mW] / total (mW)
sequential: 0 / 0 / 0
combinational: 0.0261 / 0.0422 / 0.0682
clock: 0 / 0 / 0
total: 0.0261 / 0.0422 / 0.0682
## what timing repair did
| item | CTS | global route |
|---|---|---|
| setup endpoints to repair | 3 | 2 |
| hold endpoints to repair | 0 | 0 |
| setup buffers | 0 | 1 |
| cloned | 0 | 0 |
| pin swaps | 8 | 3 |
| resized | 23 | 3 |
## layer usage
layer,wire length (µm),part of all wire (%)
met5,0,0
met4,0,0
met3,115,22
met2,116,22
met1,284,55
## worst paths after layout
check,from,end,slack (ns),cells after the start
hold / removal,B[3],AgB_out,1.41,5
setup / recovery,B[0],AgB_out,0.09,6
Power is estimated from default activity; no workload was simulated.
